==> flow/design.v <==
module Mux3x1_32Bits(out, in1, in2, in3, sel);
input [31:0] in1, in2, in3;
input [1:0] sel;
output [31:0]out;
assign out = 	(sel == 2'b00) ? in1 :
		(sel == 2'b01) ? in2 : 
		(sel == 2'b10) ? in3 : 32'bx;
endmodule
==> flow/run.sh <==
#!/bin/bash
# OpenROAD 26Q1-2900-gdf79404cd8, Yosys 0.63+post, stock flow scripts
make -C /OpenROAD-flow-scripts/flow DESIGN_CONFIG=/design/flow/config.mk WORK_HOME=/design/flow/orfs finish
==> flow/config.mk <==
export PLATFORM = sky130hd
export DESIGN_NAME = Mux3x1_32Bits
export DESIGN_NICKNAME = Mux3x1_32Bits
export VERILOG_FILES = /design/flow/design.v
export SDC_FILE = /design/flow/constraint.sdc
export NUM_CORES = 4
export LEC_CHECK = 1
export CORE_AREA = 10 10 88 88
export DIE_AREA = 0 0 98 98
==> flow/constraint.sdc <==
current_design Mux3x1_32Bits

set clk_period 3.2
set clk_io_pct 0.2

create_clock -name clk0 -period $clk_period

set non_clock_inputs [all_inputs -no_clocks]
set_input_delay [expr $clk_period * $clk_io_pct] -clock clk0 $non_clock_inputs
set_output_delay [expr $clk_period * $clk_io_pct] -clock clk0 [all_outputs]
==> impl_metrics.xml <==
<?xml version="1.0" encoding="UTF-8"?>
<metrics>
  <group name="routing">
    <metric name="route.detailed.drc" unit="">0</metric>
    <metric name="routed_wl" unit="µm">4180</metric>
    <metric name="vias" unit="">1158</metric>
    <metric name="drt-pass1-iter-count" unit="">3</metric>
    <metric name="route.antenna.remaining_nets" unit="">0</metric>
    <metric name="avgRoutedWirePerCell" unit="µm">13.8</metric>
    <metric name="avgViaCountPerCell" unit="">3.82</metric>
    <metric name="drt-initial-drc-count" unit="">11</metric>
    <metric name="route.antenna.diode_count" unit="">0</metric>
  </group>
  <group name="worst_setup_path">
    <metric name="critPathRequiredTime" unit="ns">2.56</metric>
    <metric name="cp_max_fo" unit="">42</metric>
    <metric name="timing.critical_path.slowest_stage_cell" unit="">clkdlybuf4s50_1</metric>
    <metric name="cp-start-kind" unit="">input port</metric>
    <metric name="critical_path_arrival" unit="ns">1.92</metric>
    <metric name="setup.worst_path.end_class" unit="">output pin</metric>
    <metric name="cp_slowest_stage_delay" unit="ns">0.49</metric>
    <metric name="worstPathCellList" unit="">buf_2, buf_12, nand2_1, o21ai_1, clkdlybuf4s50_1</metric>
    <metric name="critical_path_buf_inv_count" unit="">3</metric>
    <metric name="worst-setup-path-type" unit="">in2out</metric>
    <metric name="cell_type_group_with_the_largest_total_delay_on_the_critical_path" unit="">buffers and inverters</metric>
  </group>
  <group name="finish">
    <metric name="layout_top_cells_excl_fill_tap" unit="">clkdlybuf4s50_1 (128), mux2i_1 (32), nand2_1 (32), o21ai_1 (28)</metric>
    <metric name="layout.sequential_cells" unit="">0</metric>
    <metric name="seq_area" unit="µm²">0</metric>
    <metric name="share_of_final_layout_standard_cells_stronger_than_drive_strength_1" unit="%">2.63</metric>
    <metric name="syn2layout_area_growth" unit="%">185</metric>
    <metric name="clkbuf_count" unit="">0</metric>
    <metric name="most_instantiated_logic_cell_after_routing" unit="">clkdlybuf4s50_1</metric>
    <metric name="instances_no_fill" unit="">303</metric>
    <metric name="layout.filler_cells" unit="">638</metric>
  </group>
  <group name="power_and_ir_drop">
    <metric name="p_switching" unit="µW">64.6</metric>
    <metric name="post-layout-total-power" unit="µW">259</metric>
    <metric name="comb_power_share" unit="%">100.0</metric>
    <metric name="static_power_due_to_leakage" unit="µW">0.000831</metric>
    <metric name="pwr-share-seq" unit="%">0</metric>
    <metric name="switching_share" unit="%">24.9</metric>
    <metric name="p_int" unit="µW">194</metric>
    <metric name="clkPwrFrac" unit="%">0</metric>
    <metric name="vdd_ir_drop_max" unit="mV">0.0710</metric>
    <metric name="power.density" unit="nW/µm²">127</metric>
  </group>
  <group name="floorplan">
    <metric name="std_cell_rows" unit="">28</metric>
    <metric name="fp.coreArea" unit="µm²">5920</metric>
    <metric name="floorplan.initialDensity" unit="%">12.1</metric>
    <metric name="dieHeight" unit="µm">98</metric>
    <metric name="ios" unit="">130</metric>
    <metric name="die_width" unit="µm">98</metric>
    <metric name="chipArea" unit="µm²">9600</metric>
  </group>
  <group name="grt">
    <metric name="groute.usage.overall" unit="%">8.04</metric>
    <metric name="largest_net_degree_at_the_start_of_global_routing" unit="">43</metric>
    <metric name="grt_overflow" unit="">0</metric>
    <metric name="antenna_found_initial" unit="">0</metric>
    <metric name="grt_pass1_vias" unit="">1160</metric>
    <metric name="wire_length_of_the_first_global_routing_pass" unit="µm">6490</metric>
  </group>
  <group name="place">
    <metric name="dp.final_hpwl" unit="µm">3740</metric>
    <metric name="buffer_ports.inserted" unit="">130</metric>
    <metric name="globalplace.congestion" unit="">0.799</metric>
    <metric name="placed_cells" unit="">303</metric>
  </group>
  <group name="timing">
    <metric name="period_minus_slack" unit="ns">2.56</metric>
    <metric name="final-hold-violation-count" unit="">0</metric>
    <metric name="slew_at_the_pin_with_the_worst_max_slew_slack" unit="ns">0.426</metric>
    <metric name="maximum_clock_rate" unit="GHz">0.390</metric>
    <metric name="finalSetupViolCount" unit="">0</metric>
    <metric name="worst_hold_margin" unit="ns">2.08</metric>
    <metric name="rsz0062_at_grt" unit="">false</metric>
    <metric name="final.setup.tns" unit="ns">0</metric>
    <metric name="maxSlewViolCount" unit="">0</metric>
    <metric name="slew_headroom" unit="%">71.6</metric>
    <metric name="period_used_share" unit="%">80.1</metric>
  </group>
  <group name="synth">
    <metric name="syn-mean-instance-area" unit="µm²">6.68</metric>
    <metric name="post_synth_instance_area" unit="µm²">714</metric>
    <metric name="synth_area_leader_cell" unit="">mux2i_1</metric>
    <metric name="synth_cell_types" unit="">8</metric>
    <metric name="synth_top_area_cells" unit="">mux2i_1 (45%), o21ai_1 (20%), nand2_1 (17%)</metric>
    <metric name="warnings_from_yosys" unit="">0</metric>
    <metric name="yosysCellCount" unit="">107</metric>
    <metric name="chip_area_in_the_yosys_report" unit="µm²">714</metric>
    <metric name="ys_seq_share" unit="%">0</metric>
    <metric name="netlist_instances" unit="">107</metric>
    <metric name="synth_largest_type_area_fraction" unit="%">44.8</metric>
  </group>
  <group name="cts">
    <metric name="cts_repair_resize_count" unit="">0</metric>
    <metric name="post-cts-setup-buffer-count" unit="">0</metric>
    <metric name="hold_buffers" unit="">0</metric>
  </group>
  <group name="outcome">
    <metric name="result_of_the_run" unit="">complete, no violations</metric>
  </group>
  <group name="run">
    <metric name="tool_warnings" unit="">32</metric>
    <metric name="maxCapViolations" unit="">0</metric>
  </group>
  <group name="worst_hold_path">
    <metric name="holdCritPathClass" unit="">in2out</metric>
  </group>
</metrics>
-- through the flow --
stage / setup WS (ns) / util, % / instance area, µm²
after floorplan: 1.42 / - / 714
after global placement: 0.619 / 34.3 / 2030
after detailed placement: 0.609 / 34.3 / 2030
after CTS: 0.612 / 34.3 / 2030
after global routing: 0.495 / 34.3 / 2030
final: 0.637 / 34.3 / 2030
-- final timing paths --
| kind | start | end | slack, ns | depth (start not counted) |
|---|---|---|---|---|
| hold / removal | sel[1] | out[4] | 2.08 | 4 |
| setup / recovery | sel[1] | out[24] | 0.64 | 5 |
-- logic make-up after synthesis --
kind of cell	count (synthesis)	synth area share (%)
mux	32	44.8
compound gates	32	23.5
simple gates	32	16.8
buf+inv	11	14.9
-- Yosys cell counts --
| library cell | instances |
|---|---|
| o21ai_2 | 2 |
| nand2_1 | 32 |
| o21ai_1 | 28 |
| buf_6 | 1 |
| o21ai_0 | 2 |
| buf_12 | 3 |
| mux2i_1 | 32 |
| buf_2 | 7 |
-- power by group through the flow --
stage / Clock, µW / Combinational (µW) / Sequential, µW
finish: 0 / 259 / 0
global route: 0 / 284 / 0
CTS: 0 / 265 / 0
-- worst min-delay path, stage by stage --
cell and delay (ns):
buf_2 0.24, nand2_1 0.10, o21ai_1 0.05, clkdlybuf4s50_1 0.40
-- area by class of cell --
cell class	instances	area [µm²]	share of cell area (%)
tap	75	93.8	4.62
timing repair buffer	132	1330	65.5
multi-input combinational	96	608	29.9
-- routing by layer --
layer	global-route usage, %	up-vias	share of wire (%)
li1	-	620	-
met1	9.50	457	41
met2	13.3	81	44
met3	4.41	0	14
met4	0	0	0
met5	0	-	0
Power is estimated from default activity; no workload was simulated.
