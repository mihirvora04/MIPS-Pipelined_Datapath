==> flow/run.sh <==
#!/bin/bash
# OpenROAD 26Q1-2900-gdf79404cd8, Yosys 0.63+post, stock flow scripts
make -C /OpenROAD-flow-scripts/flow DESIGN_CONFIG=/design/flow/config.mk WORK_HOME=/design/flow/orfs finish
==> flow/config.mk <==
export PLATFORM = sky130hd
export DESIGN_NAME = ID_EX_reg
export DESIGN_NICKNAME = ID_EX_reg
export VERILOG_FILES = /design/flow/design.v
export SDC_FILE = /design/flow/constraint.sdc
export NUM_CORES = 4
export LEC_CHECK = 1
export CORE_AREA = 10 10 146 146
export DIE_AREA = 0 0 156 156
==> flow/constraint.sdc <==
current_design ID_EX_reg

set clk_period 1.0
set clk_io_pct 0.2

create_clock -name clk0 -period $clk_period [get_ports {clk}]

set non_clock_inputs [all_inputs -no_clocks]
set_input_delay [expr $clk_period * $clk_io_pct] -clock clk0 $non_clock_inputs
set_output_delay [expr $clk_period * $clk_io_pct] -clock clk0 [all_outputs]
==> flow/design.v <==
module ID_EX_reg (controlSignalsID, PCplus4 ,ReadData1_in ,ReadData2_in,SignExtendResult_in 
		,regAddresss_in ,PCplus4out ,ReadData1_out ,ReadData2_out ,SignExtendResult_out ,rsOut ,rtOut ,rdOut, RegWriteOut
		,MemtoRegOut,MemWriteOut, MemReadOut,ALUSrcOut, ALUOpOut, RegDstOut,clk);
  input wire [9:0] controlSignalsID;  
  output reg RegWriteOut, MemtoRegOut;
  output reg MemWriteOut, MemReadOut;
  output reg ALUSrcOut, RegDstOut;
  output reg [3:0] ALUOpOut;
  input wire [31:0] PCplus4 ,ReadData1_in ,ReadData2_in ,SignExtendResult_in;
  input wire [14:0] regAddresss_in;
  input wire clk;
  output reg [31:0] PCplus4out ,ReadData1_out ,ReadData2_out ,SignExtendResult_out;
  output reg [4:0] rsOut ,rtOut ,rdOut;
  always @(posedge clk)
    begin
      PCplus4out <= PCplus4;
      ReadData1_out <= ReadData1_in;
      ReadData2_out <= ReadData2_in;
      SignExtendResult_out <= SignExtendResult_in;
      rsOut <= regAddresss_in[14:10];
      rtOut <= regAddresss_in[9:5];
      rdOut <= regAddresss_in[4:0];
      RegWriteOut <= controlSignalsID[9];
      MemtoRegOut <= controlSignalsID[8];
      MemWriteOut <= controlSignalsID[7];
      MemReadOut <= controlSignalsID[6];
      ALUSrcOut <= controlSignalsID[5];
      ALUOpOut <= controlSignalsID[4:1];
      RegDstOut <= controlSignalsID[0];
    end
endmodule
==> flow_metrics.py <==
# Flow results
metrics = {
    "placement": {
        "placed_area_um2": 6410,
        "numPortBuffers": 306,
        "dp_hpwl_um": 11100,
        "place_congestion": 0.818,
    },
    "logic_synthesis": {
        "ys_seq_frac": 1.00,
        "ys_types": 1,
        "synth_area_um2": 3060,
        "syn_area_per_cell_um2": 20.0,
        "syn_inst": 153,
        "yosysChipArea_um2": 3060,
        "ys_cells": 153,
        "yosys_warnings": 1,
        "synth_flops": 153,
    },
    "floorplan": {
        "die_w_um": 156,
        "core-area_um2": 18100,
        "io_pins": 307,
        "fp_util": 0.169,
        "dieArea_um2": 24300,
        "std_cell_rows": 49,
        "die_h_um": 156,
    },
    "detailed_routing": {
        "highest_layer": "met4",
        "drtAntennaViolNets": 0,
        "vias_per_cell": 3.26,
        "num_antenna_cells": 0,
        "vias": 2348,
        "dr_wl_met3_um": 1870,
        "drt_first_pass_iters": 4,
        "wl_um": 12900,
        "drtIter0Drc": 73,
        "met2WireLength_um": 7070,
        "wl_met1_um": 3690,
        "wire_per_inst_um": 17.9,
        "drc_errors": 0,
    },
    "critical_path": {
        "crit_end": "ReadData2_out[28]",
        "critPathKind": "flop to output pin",
        "critPathBufInv": 1,
        "critical_path.top_delay_family": "flip-flops",
        "start_kind": "flop",
        "cp_cell_sequence": "buf_2",
        "max_stage_delay_ps": 330,
        "crit_cells": 1,
        "worstPathArrival_ps": 850,
        "cpMaxStageDelayCell": "dfxtp_2",
        "crit_fanout": 1,
        "required_ps": 800,
        "cp-end-kind": "output pin",
        "cp-startpoint": "ReadData2_out[28]",
    },
    "final_timing": {
        "final.setup.worst_slack_ps": -45.1,
        "setup_viol": 151,
        "tightestPinTransition_ps": 178,
        "finalClockPeriodUsage": 1.05,
        "hold_violations": 0,
        "slew_violations": 0,
        "rsz0062_at_grt": "true",
        "post-route-min-period_ps": 1050,
        "max_freq_mhz": 957,
        "timing.slew.headroom": 0.881,
        "whs_ps": 221,
    },
    "clocking": {
        "clockBufferDepth": 2,
        "clk_pin_slew_ps": 70,
        "h-tree-depth": 4,
        "cts-hold-fix-buffers": 0,
        "root_buffer": "clkbuf_16",
        "cts_tree": "built",
        "numCtsBuffers": 17,
        "cts.sinks": 153,
    },
    "global_routing": {
        "grt_pass1_wl_um": 18200,
        "gr-total-overflow": 0,
        "grt_usage": 0.103,
        "grt_pass1_vias": 2699,
        "antenna_found_initial": 0,
        "grt_max_degree": 17,
    },
    "final_layout": {
        "final_cell_mix": "clkdlybuf4s50_1, buf_2, dfxtp_1",
        "logic_gates": 0,
        "syn2layout_area_growth_pct": 109,
        "logic_area_um2": 0,
        "stdcell_area_um2": 6390,
        "final_layout_top_logic_cell": "clkdlybuf4s50_1",
        "fill_cells": 1735,
        "drive_above_1_share": 0.444,
    },
    "power_and_ir_drop": {
        "power_density_nw_per_um2": 2190,
        "ir_drop_mv": 1.21,
        "p_leak_nw": 2.83,
    },
    "run": {
        "cap_violations": 0,
        "tool_warnings": 27,
    },
    "status": {
        "violations": "negative setup slack",
        "status": "finished, violations left",
    },
    "hold_path": {
        "hold_path_class": "input pin to flop",
    },
}
-- how the worst min path moves through the flow --
stage                      from                end  cells past startpoint  slack [ps]
CTS           regAddresss_in[9]           rtOut[4]                      1         200
global route   ReadData2_in[26]  ReadData2_out[26]                      1         200
finish              PCplus4[11]     PCplus4out[11]                      1         220
-- where the power goes --
| group | total, mW | switching [mW] | internal [mW] |
|---|---|---|---|
| Clock | 6.58 | 2.70 | 3.88 |
| Combinational | 0.917 | 0.173 | 0.744 |
| Sequential | 6.51 | 0.0775 | 6.43 |
| Total | 14.0 | 2.95 | 11.1 |
-- final cells by class --
| type | count | area, µm² | area share |
|---|---|---|---|
| Sequential cell | 153 | 3100 | 0.486 |
| Timing Repair Buffer | 306 | 2380 | 0.372 |
| Clock buffer | 18 | 439 | 0.0687 |
| Tap cell | 229 | 287 | 0.0448 |
| Clock inverter | 14 | 181 | 0.0284 |
-- cells in the mapped netlist (all sizes together) --
library cell / instances / area [µm²]
dfxtp: 153 / 3060
-- repair_timing --
item,4_1_cts,5_1_grt
setup buffers,0,0
resized,548,18
setup endpoints to repair,153,153
-- sequential cells by signal, indices dropped and copies added, names as in the netlist, 4 cells and up --
register / count
rtOut: 5
ALUOpOut: 4
rsOut: 5
PCplus4out: 32
SignExtendResult_out: 32
ReadData2_out: 32
ReadData1_out: 32
rdOut: 5
-- cell families after synthesis --
family	after synthesis	share of synthesized area
flops	153	1.00
-- metrics by stage --
stage | setup TNS [ps] | power [mW] | cells | setup WS [ps] | utilization
6_report | -2740 | 14.0 | 720 | -45.1 | 0.353
5_1_grt | -9040 | 14.6 | 720 | -85.9 | 0.353
4_1_cts | -6660 | 14.2 | 720 | -73.8 | 0.350
3_5_place_dp | -310 | 7.87 | 688 | -83.9 | 0.355
3_3_place_gp | -381 | 7.87 | 688 | -75.9 | 0.355
2_1_floorplan | 0 | 6.55 | 153 | 538 | -
-- metal layers --
| layer | track usage | vias to the layer above |
|---|---|---|
| li1 | - | 1129 |
| met1 | 0.0937 | 1052 |
| met4 | 0.0207 | 0 |
| met2 | 0.187 | 155 |
| met3 | 0.0686 | 12 |
| met5 | 0 | - |
No activity file was given, so power comes from the tool's default toggle rates.
