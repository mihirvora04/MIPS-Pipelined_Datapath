**constraint.sdc**
```tcl
current_design DataMemory

set clk_period 5.6
set clk_io_pct 0.2

create_clock -name clk0 -period $clk_period [get_ports {clk}]

set non_clock_inputs [all_inputs -no_clocks]
set_input_delay [expr $clk_period * $clk_io_pct] -clock clk0 $non_clock_inputs
set_output_delay [expr $clk_period * $clk_io_pct] -clock clk0 [all_outputs]
```
**design.v**
```verilog
module DataMemory (MemWrite,Memread,address,writeData,clk,readData);
  reg[31:0] memory [0:31];
  input MemWrite,Memread,clk;
  input [31:0] address,writeData;
  output reg [31:0] readData;
  always@(negedge clk) 
    begin
      if(MemWrite==1)
        memory[address]<=writeData;
    end
  always@(address or Memread)
    begin
      if(Memread==1)
        readData=memory[address];
    end
endmodule
```
**run.sh**
```bash
#!/bin/bash
# OpenROAD 26Q1-2900-gdf79404cd8, Yosys 0.63+post, stock flow scripts
make -C /OpenROAD-flow-scripts/flow DESIGN_CONFIG=/design/flow/config.mk WORK_HOME=/design/flow/orfs finish
```
**config.mk**
```make
export PLATFORM = sky130hd
export DESIGN_NAME = DataMemory
export DESIGN_NICKNAME = DataMemory
export VERILOG_FILES = /design/flow/design.v
export SDC_FILE = /design/flow/constraint.sdc
export NUM_CORES = 4
export LEC_CHECK = 1
export CORE_UTILIZATION = 50
```
==> flow_metrics.py <==
# Synthesis and PnR figures
metrics = {
    "placed_design": {
        "io_buffers": 71,
        "place_area_sq_um": 43200,
        "dp_hpwl_um": 55800,
        "place_congestion": 0.895,
    },
    "setup_path": {
        "cpMaxStageDelayCell": "clkdlybuf4s50_1",
        "crit_family": "buffers and inverters",
        "crit_type": "in -> reg",
        "cp_slowest_stage_delay_ns": 0.56,
        "worstSetupPathDepth": 7,
        "worst-path-max-fanout": 17,
        "cp_cell_sequence": "clkdlybuf4s50_1 > buf_4 > buf_4 > nand3_2 > buf_12 > nor2_4 > buf_12",
        "worst_ep_arrival_time_ns": 2.85,
        "required_ns": 3.16,
        "path_buffers": 5,
        "critPathCaptureType": "flop",
        "critPathLaunchType": "input pin",
    },
    "route": {
        "ant_nets": 0,
        "drtPass1Iterations": 5,
        "viasPerCell": 5.25,
        "drt_iter0_markers": 1286,
        "routed_wl_um": 95300,
        "num_vias": 23400,
        "wl_per_cell_um": 21.4,
        "drc_errors": 0,
        "diodes": 0,
    },
    "worst_hold_path": {
        "whs_path_depth": 4,
        "worstHoldPathType": "in -> reg",
    },
    "clock_network": {
        "root_buffer": "clkbuf_16",
        "clk_transition_reported_paths_ns": 0.04,
        "cts_max_level": 3,
        "cts-buffers-inserted": 107,
        "cts_tree": "built",
        "cts_setup_buffers": 0,
        "cts_hold_buf": 0,
        "clockBufferDepth": 3,
        "cts_resized": 0,
    },
    "finish": {
        "synthToLayoutAreaGrowth_pct": 28.9,
        "mostFrequentLayoutCells": "1044 x inv_1, 1024 x edfxtp_1, 512 x mux2i_1",
        "nFillCells": 5087,
        "final_common_cell": "inv_1",
        "drive_gt1_frac": 0.109,
        "fin_area_sq_um": 51000,
    },
    "final_timing": {
        "slew_headroom": 0.230,
        "maxSlewViolCount": 0,
        "unclocked_pins": 32,
        "untimed_endpoints": 64,
        "grt_setup_unrepaired": "no",
        "fin_setup_tns_ns": 0,
        "setup_viol": 0,
        "worstMarginPinSlew_ns": 1.14,
        "hold_viol": 0,
    },
    "run": {
        "warning_count": 1059,
        "cap_violations": 0,
    },
    "logic_synthesis": {
        "edf_count": 1024,
        "ys_ff": 1056,
        "postSynth.asyncResetShare": 0,
        "ys_sh_simple": 0.0224,
        "ys_warn_count": 1,
        "ys_types": 24,
        "mux_share": 0.130,
        "xor_share": 0,
        "synthAoiAreaFrac": 0.0408,
        "synthCells": 2108,
        "ys_cells": 2108,
        "synthesis.area_sq_um": 39500,
        "synthTopLogicFamily": "multiplexers",
        "yosys.area_share.adder": 0,
        "ys_chip_area_sq_um": 39500,
        "flop_cell": "edfxtp_1",
        "syn_area_per_cell_sq_um": 18.7,
    },
    "die": {
        "die_h_um": 283,
        "die-area_sq_um": 80200,
        "die_w_um": 283,
        "num_rows": 102,
        "fp_util": 0.508,
        "fp.coreArea_sq_um": 77800,
        "pin_count": 99,
    },
    "power": {
        "p_sw_frac": 0.258,
        "p_leak_nw": 21.8,
        "clockPowerShare": 0.525,
        "combPwrFrac": 0.040,
        "power.switching_w": 0.00513,
        "power_density_nw_per_um2": 390,
        "ir_drop_v": 0.000355,
        "p_int_w": 0.0148,
        "power_frac_seq": 0.435,
    },
    "global_route": {
        "grt-ovfl-total": 0,
        "grt_pass1_wl_um": 143000,
        "grtUsageTotal": 0.270,
        "antenna_found_initial": 0,
        "grt_max_degree": 109,
        "grt_pass1_vias": 26500,
    },
    "outcome": {
        "status": "complete, no violations",
    },
}
routing by layer:
| metal | global-route usage | up-vias | share of wire |
|---|---|---|---|
| li1 | - | 11100 | - |
| met1 | 0.357 | 11200 | 0.37 |
| met2 | 0.362 | 1035 | 0.47 |
| met3 | 0.206 | 104 | 0.14 |
| met4 | 0.0954 | 2 | 0.015 |
| met5 | 0.00833 | - | 0.00094 |
power groups by stage:
stage | sequential [W] | clock (W) | combinational, W
5_1_grt | 0.00864 | 0.0117 | 0.000852
4_1_cts | 0.00865 | 0.0108 | 0.000800
6_report | 0.00865 | 0.0105 | 0.000790
sequential cells by signal, indices dropped and copies added, names as in the netlist:
name      flops
memory     1024
readData     32
worst min-delay path, cell delays in order:
cell and delay, ns:
buf_8 0.10, or3b_2 0.19, nor3_4 0.07, buf_12 0.17
layout make-up:
class,instances,area (sq um),area share
tap,1040,1300,0.0255
clock inverter,1109,4990,0.0978
timing repair buffer,214,2670,0.0524
multi-input combinational,925,7990,0.157
sequential,1056,31200,0.613
clock buffer,111,2780,0.0545
through the flow:
step | total power, W | util | worst slack (ns) | hold WS, ns | std cells
2_1_floorplan | 0.0102 | - | -0.727 | 4.02 | 2108
4_1_cts | 0.0202 | 0.655 | 0.316 | 3.95 | 4455
5_1_grt | 0.0212 | 0.655 | 0.187 | 3.98 | 4455
6_report | 0.0199 | 0.655 | 0.310 | 3.97 | 4455
3_3_place_gp | 0.0106 | 0.555 | -0.379 | 4.65 | 3236
3_5_place_dp | 0.0106 | 0.555 | -0.379 | 4.65 | 3236
cell usage after synthesis, types with 2 or more instances:
| library cell | count | area (sq um) |
|---|---|---|
| nand4bb_1 | 6 | 67.6 |
| nand3_1 | 2 | 10.0 |
| o22ai_1 | 254 | 1590 |
| mux2i_1 | 512 | 5120 |
| nor2_1 | 29 | 109 |
| buf_6 | 10 | 113 |
| buf_4 | 3 | 22.5 |
| buf_2 | 81 | 405 |
| or3b_2 | 3 | 26.3 |
| buf_1 | 2 | 7.51 |
| dlxtp_1 | 32 | 480 |
| or4b_1 | 4 | 40.0 |
| clkbuf_1 | 30 | 113 |
| edfxtp_1 | 1024 | 30700 |
| o22ai_2 | 2 | 25.0 |
| nand3b_1 | 4 | 30.0 |
| nor4_1 | 64 | 400 |
| nor3_1 | 4 | 20.0 |
| nand2_1 | 34 | 128 |
| nand4b_1 | 4 | 35.0 |
final timing paths:
check       start                       end  slack [ns]
max    address[0]  memory[19][16]$_DFFE_NP_        0.31
min    address[1]  memory[24][13]$_DFFE_NP_        3.97
cells by family after synthesis:
group,after synthesis
AND-OR/OR-AND,256
multiplexers,512
latches,32
AND/OR/NAND/NOR,157
flip-flops,1024
buffers and inverters,127
No activity file was given, so power comes from the tool's default toggle rates.
